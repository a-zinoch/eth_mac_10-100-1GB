## constraint.sdc

```tcl
current_design MDI_file

set clk_period 1.6
set clk_io_pct 0.2

create_clock -name clk0 -period $clk_period [get_ports {sysck}]

set non_clock_inputs [all_inputs -no_clocks]
set_input_delay [expr $clk_period * $clk_io_pct] -clock clk0 $non_clock_inputs
set_output_delay [expr $clk_period * $clk_io_pct] -clock clk0 [all_outputs]
```

## design.v

```verilog
module MDI_file  	(reset, sysck, hwdata, hrdata_mdi,
		 MAC_MANCTDAT_wrl_en, MAC_MANCTDAT_wrh_en,
		 MDI, MDC_CLK, MDO, MDIO_EN);
input reset, sysck, MAC_MANCTDAT_wrl_en, MAC_MANCTDAT_wrh_en;
input MDI;
input [31:0] hwdata;
output [27:0] hrdata_mdi;
output  MDO;
output MDIO_EN, MDC_CLK;
reg [15:0] MDATA, MDOSh;
reg MDC1, MDC2, MDC3, MDC4, MDC5, MDC_CLK;
wire  c6, c5, c4, c3, c2, c1, c0;
reg OPER, Err_Reg, RC, WC;
wire ci, rstRC, rstWC;
reg  MDEM, WC_EN, RC_EN, rstRC_shift;
reg [6:0]Cnt;
reg MDC;
wire MDC_en = (!c6 & (RC | WC)) ? !MDC : 1'b0;
wire MDIO_EN;
reg [4:0] MADR, PHYADR;
reg MDI_CLK_en;
always @ (negedge reset or posedge sysck) if(!reset)MDC1 <= 1'b0; else MDC1 <= (MDI_CLK_en)? !MDC1 : 1'b0;
always @ (negedge reset or posedge sysck) if(!reset)MDC2 <= 1'b0; else MDC2 <= (!MDI_CLK_en)? 1'b0 : (MDC1)? !MDC2 : MDC2;
always @ (negedge reset or posedge sysck) if(!reset)MDC3 <= 1'b0; else MDC3 <= (!MDI_CLK_en)? 1'b0 : (MDC1 && MDC2)? !MDC3 : MDC3;
always @ (negedge reset or posedge sysck) if(!reset)MDC4 <= 1'b0; else MDC4 <= (!MDI_CLK_en)? 1'b0 : (MDC1 && MDC2 && MDC3)? !MDC4 : MDC4;
always @ (negedge reset or posedge sysck) if(!reset)MDC5 <= 1'b0; else MDC5 <= (!MDI_CLK_en)? 1'b0 : (MDC1 && MDC2 && MDC3 && MDC4)? !MDC5 : MDC5;
always @ (negedge reset or posedge sysck) if(!reset)MDC_CLK <= 1'b0; else MDC_CLK <= (!MDI_CLK_en)? 1'b0 : (MDC1 && MDC2 && MDC3 && MDC4 && MDC5)? !MDC_CLK : MDC_CLK;
always @ (negedge reset or posedge sysck) if(!reset)MDC <= 1'b0; else MDC <= (!MDI_CLK_en)? 1'b0 : (MDC1 && MDC2 && MDC3 && MDC4 && MDC5)? MDC_en : MDC;
wire MDI_CLK_en_wire = (MAC_MANCTDAT_wrh_en)? hwdata[28] : MDI_CLK_en;
always @(posedge sysck or negedge reset) 
					 if (!reset) MDI_CLK_en <= 1'b0;
					 else MDI_CLK_en <= MDI_CLK_en_wire;
wire [4:0]MADR_WR = (MAC_MANCTDAT_wrh_en)? hwdata[20:16] : MADR;
always @(posedge sysck or negedge reset) if (!reset) MADR  [4:0] <= 5'b0;
					 else MADR  [4:0] <= MADR_WR;
wire [4:0]PHYADR_WR = (MAC_MANCTDAT_wrh_en)? hwdata[25:21] : PHYADR;
always @(posedge sysck or negedge reset) if (!reset) PHYADR[4:0] <= 5'b0;
					 else PHYADR[4:0] <= PHYADR_WR;
wire WC_EN_WR = (MAC_MANCTDAT_wrh_en)? hwdata[30] | WC_EN : WC_EN;
always @(negedge rstRC or posedge sysck) if (!rstRC) WC_EN  <= 0; else WC_EN  <= WC_EN_WR;
wire RC_EN_WR = (MAC_MANCTDAT_wrh_en)? hwdata[31] | RC_EN : RC_EN;
always @(negedge rstRC or posedge sysck) if (!rstRC) RC_EN  <= 0; else RC_EN  <= RC_EN_WR;
wire [15:0]MDATA_WR = (MAC_MANCTDAT_wrl_en)? hwdata [15:0] : MDATA;
always @(posedge sysck or negedge reset) if (!reset) MDATA [15:0] <= 16'b0; else MDATA [15:0] <= MDATA_WR;
assign hrdata_mdi = {RC_EN,WC_EN,PHYADR[4:0],MADR[4:0],MDOSh[15:0]};
always @ (negedge reset or negedge sysck) if (!reset) Err_Reg = 1'b0; else Err_Reg = RC & WC;
assign c0 = Cnt[0];
assign c1 = Cnt[1];
assign c2 = Cnt[2];
assign c3 = Cnt[3];
assign c4 = Cnt[4];
assign c5 = Cnt[5];
assign c6 = Cnt[6];
assign ci = (!c6 & (RC | WC))? MDC: 0;
wire rstCnt = RC | WC;
wire rstRC_en = (!Err_Reg && reset && !c6)? 1'b0 : 1'b1;
reg rstRC_reg, reset_need_del, reset_need_reg;
wire  reset_need = reset_need_reg | !reset;
always @ (negedge reset or posedge MDC_CLK) if(!reset) rstRC_reg <= 1'b0; else rstRC_reg <= rstRC_en;
always @ (posedge reset_need or posedge rstRC_reg) if(reset_need) rstRC_shift <= 1'b0; else rstRC_shift <= 1'b1;
always @ (negedge reset or posedge sysck) if(!reset) reset_need_del <= 1'b0; else reset_need_del <= rstRC_shift;
always @ (negedge reset or posedge sysck) if(!reset) reset_need_reg <= 1'b0; else reset_need_reg <= reset_need_del;
assign rstWC = (!reset | rstRC_shift)? 0 : 1;
assign rstRC = (!reset | rstRC_shift)? 0 : 1;
wire [7:0] cnt_sum = Cnt +1'b1;
always @(negedge rstCnt or negedge MDC) if (!rstCnt) Cnt <= 7'h00; else Cnt <= cnt_sum[6:0];
always @ (c0 or c1 or c2 or c3 or c4 or c5 or c6 or RC or WC or PHYADR or MADR or MDATA) if(!c6 & !c5) MDEM = 1'b1;
		else if(c6)MDEM = MDATA[ 0];
                 else   case({c4,c3,c2,c1,c0})
                            5'h0  : MDEM = 1'b0;
                            5'h1  : MDEM = 1'b1;
                            5'h2  : MDEM = RC;
                            5'h3  : MDEM = WC;
                            5'h4  : MDEM = PHYADR[4];
                            5'h5  : MDEM = PHYADR[3];
                            5'h6  : MDEM = PHYADR[2];
                            5'h7  : MDEM = PHYADR[1];
                            5'h8  : MDEM = PHYADR[0];
                            5'h9  : MDEM = MADR[4];
                            5'hA  : MDEM = MADR[3];
                            5'hB  : MDEM = MADR[2];
                            5'hC  : MDEM = MADR[1];
                            5'hD  : MDEM = MADR[0];
                            5'hE  : MDEM = 1'b1;
                            5'hF  : MDEM = 1'b0;
                            5'h10 : MDEM = MDATA[15];
                            5'h11 : MDEM = MDATA[14];
                            5'h12 : MDEM = MDATA[13];
                            5'h13 : MDEM = MDATA[12];
                            5'h14 : MDEM = MDATA[11];
                            5'h15 : MDEM = MDATA[10];
                            5'h16 : MDEM = MDATA[ 9];
                            5'h17 : MDEM = MDATA[ 8];
                            5'h18 : MDEM = MDATA[ 7];
                            5'h19 : MDEM = MDATA[ 6];
                            5'h1A : MDEM = MDATA[ 5];
                            5'h1B : MDEM = MDATA[ 4];
                            5'h1C : MDEM = MDATA[ 3];
                            5'h1D : MDEM = MDATA[ 2];
                            5'h1E : MDEM = MDATA[ 1];
                            5'h1F : MDEM = MDATA[ 0];
                            endcase
assign MDO  = (WC | (((!c4 & !c3) | (!c4 & c3 & !c2) | (!c4 & c3 & c2 &!c1) | !c5) & RC & !c6))? MDEM  : 1'bz;
wire [15:0]Sh_In;
reg MDOSh_en;
assign Sh_In = (MDOSh_en)? {MDOSh[14],MDOSh[13],MDOSh[12],MDOSh[11],
                MDOSh[10],MDOSh[ 9],MDOSh[ 8],MDOSh[ 7],
                MDOSh[ 6],MDOSh[ 5],MDOSh[ 4],MDOSh[ 3],
                MDOSh[ 2],MDOSh[ 1],MDOSh[ 0],MDI
               } : MDOSh;
always@ (negedge reset or posedge MDC_CLK) if(!reset) MDOSh_en <=0; else MDOSh_en <= RC & ((c3 & c2 & c1 & c0 & !c4 & c5) | (!(c3 & c2 & c1 & c0) & c4 & c5));
always @ (negedge reset or posedge MDC) if(!reset)    MDOSh = 16'b0;
                        else MDOSh = Sh_In;
reg WC_filt, RC_filt;
always @(negedge rstWC or negedge MDC_CLK) if (!rstWC) WC_filt  <= 0; else WC_filt  <= WC_EN;
always @(negedge rstWC or negedge MDC_CLK) if (!rstWC) RC_filt  <= 0; else RC_filt  <= RC_EN;
always @(negedge rstWC or negedge MDC_CLK) if (!rstWC) WC  <= 0; else WC  <= WC_filt;
always @(negedge rstWC or negedge MDC_CLK) if (!rstWC) RC  <= 0; else RC  <= RC_filt;
assign MDIO_EN = ((WC & !c6) | (((!c4 & !c3) | (!c4 & c3 & !c2) | (!c4 & c3 & c2 &!c1)| !c5) & RC & !c6))? 1'b1 : 1'b0;
endmodule
```

## config.mk

```make
export PLATFORM = sky130hd
export DESIGN_NAME = MDI_file
export DESIGN_NICKNAME = MDI_file
export VERILOG_FILES = /design/flow/design.v
export SDC_FILE = /design/flow/constraint.sdc
export NUM_CORES = 4
export LEC_CHECK = 1
export CORE_UTILIZATION = 50
```

## run.sh

```bash
#!/bin/bash
# OpenROAD 26Q1-2900-gdf79404cd8, Yosys 0.63+post, stock flow scripts
make -C /OpenROAD-flow-scripts/flow DESIGN_CONFIG=/design/flow/config.mk WORK_HOME=/design/flow/orfs finish
```

==> results_slide.txt <==
Run Summary

Placed design
  • DP Area: 0.00389 mm^2
  • Worst slack, placed: -367 ps
  • Port buffer count: 64
  • Placer Congestion: 0.915
  • DP Wirelength: 4.31 mm

Synthesis
  • EDFF count, synth: 0
  • Synth area leader: dfrtp_1
  • Unique cell types: 48
  • Async SR Flop Fraction: 1.00
  • Commonest flop: dfrtp_1
  • Registers, synthesis: 69
  • Mapped cell area: 0.00309 mm^2
  • Synthesized area per cell: 12.6 um^2
  • Total number of yosys warnings: 2
  • Number of cells in Yosys stat: 245
  • Share of Yosys cell area claimed by the top area cell type: 0.462
  • Top cells by area: dfrtp_1, mux2_2, dfrtn_1
  • Yosys chip area: 0.00309 mm^2
  • Mapped Cells: 245
  • Post-synth seq share: 0.559

Pwr
  • Worst IR Drop VDD: 0.000518 V
  • Net switching power: 0.502 mW
  • Sequential share of power: 0.495
  • Clock power share: 0.355
  • Leakage: 1.74 nW
  • Power Internal: 1.76 mW
  • Switching fraction of total power: 0.222
  • Pwr Total: 2.26 mW
  • Combinational power share: 0.150
  • Pwr Density: 562 mW/mm^2

Critical path
  • Element type at the critical path end: output port
  • Reg2reg start: MDC1
  • Critical path peak fanout: 2
  • Crit Reg-Reg Endpoint: MDC
  • Setup crit start kind: flop
  • Type of the worst setup path: reg -> out
  • WP data required: 1280 ps
  • FF-to-FF path depth: 4
  • Reg2Reg Setup Slack: 110 ps
  • Crit path arrival time: 1600 ps

Clock network
  • Root Driver: clkbuf_8
  • Clock Latency Late Sink: 290 ps
  • Deepest clock path buffer count: 2
  • H-tree levels: 2
  • TritonCTS clock tree: yes
  • CTS Hold Buffers Added: 0
  • CTS Buf Count: 5
  • Clk slew on worst S/H paths: 80 ps

Run
  • Max_cap viols: 0
  • OpenROAD warning count: 35

Drt
  • DR vias: 2096
  • Residual DRC: 0
  • Final WL: 5.83 mm
  • Drt pass-1 iters: 4
  • Wire per inst: 14.8 um
  • Iteration-0 DRC Markers: 52
  • DR vias/cell: 5.32
  • N_diodes: 0
  • Post-route ant nets: 0

Global routing
  • First-pass GRT wire length: 9.65 mm
  • GR Overflow Total: 0
  • All-Layer GR Usage: 0.200
  • Largest net degree at the start of global routing: 30
  • Initial antenna violation count: 0
  • Vias in the first global route: 2026

Min path
  • Hold crit path type: in -> async

Floorplanning
  • Die W: 80.6 um
  • Die Y: 80.6 um
  • Core area: 0.00596 mm^2
  • FP Util: 0.518
  • Die ar.: 0.00649 mm^2
  • Boundary pin count: 68
  • Row count: 28

Run status
  • Status: finished, violations left
  • Violated checks: negative setup slack

Cells and area
  • Final core occ: 0.677
  • MI comb area: 0.00126 mm^2
  • Area Growth Syn to Fin: 30.6%
  • Fillers: 477
  • Register area: 0.00173 mm^2
  • Layout cells sized above 1: 0.245
  • Design Area, Final: 0.00403 mm^2

STA
  • Actual slew at the worst max-slew pin: 738 ps
  • Final Cycle Share: 1.20
  • Post-route setup TNS: -320 ps
  • Final worst slack: -320 ps
  • Final setup viols: 1
  • Tmin final: 1920 ps
  • RSZ-0062 raised after global routing: true
  • Register pins left without a clock: 30
  • Slew headroom: 0.508
  • Final Hold Fails: 0
  • Clock skew: 5.77 ps
  • Maximum clock frequency: 521 MHz
  • Number of unconstrained endpoints: 48
  • Fin. max-slew vios: 0
worst max-delay path by stage:
stage,depth (start not counted),to,slack (ps),from
final,6,MDO,-320,PHYADR[1]
after global routing,6,MDO,-410,MADR[1]
after CTS,6,MDO,-330,MDATA[1]
critical path: stages (launching register included):
cell and delay, ps:
dfrtp_1 390, nand3b_1 100, a21oi_1 80, o32ai_1 250
a41oi_1 160, a31o_1 220, buf_2 110
metrics by stage:
stage,cells,hold WS [ps]
global placement,385,334
detailed placement,385,336
CTS,392,83.8
floorplan,245,24.4
global route,394,110
finish,394,72.1
what timing repair did:
action,4_1_cts,5_1_grt
pin swaps,5,0
endpoints found under the setup margin,2,5
resized,6,10
buffers inserted,0,2
cells by family after synthesis:
group / count (synthesis) / share of synthesized area
other: 1 / 0.00121
XOR/XNOR: 10 / 0.0284
AND/OR/NAND/NOR: 54 / 0.105
AND-OR/OR-AND: 34 / 0.0725
flip-flops: 69 / 0.559
buffers and inverters: 23 / 0.0357
adder cells (fa/ha/maj): 6 / 0.0243
multiplexers: 48 / 0.174
cell usage after synthesis, types with 3 or more instances:
library cell and number:
mux2i_1 3, o211ai_1 3, dfrtp_1 57, xor2_1 3, o21ai_0 7, a22oi_1 3, nand4_1 4, ha_1 6
buf_2 7, nor2b_1 6, and2_1 5, dfrtn_1 12, a21oi_1 8, nand2b_1 3, inv_1 7, mux2_2 45
xnor2_1 7, nor2_1 8, nand2_1 5, clkbuf_1 5, nand3_1 6
layer usage:
layer	vias up	GRT usage	wire length [um]
li1	1007	-	-
met1	1027	0.341	2820
met2	57	0.297	2660
met3	5	0.0334	301
met4	0	0.0179	52
met5	-	0	0
cell usage in the layout, fill, tap and decap left out, types with 2 or more instances in the layout:
cell type,Yosys,routed
buf_4,2,14
buf_12,0,2
and2_1,5,5
nand3_1,6,6
xor2_1,3,3
and3_1,2,2
a21o_1,2,2
mux2_2,45,45
nor2_1,8,8
nand3b_1,2,2
nand2b_1,3,3
nor3_1,2,2
nand4b_1,2,2
o21ai_0,7,4
xnor2_1,7,7
nand2_1,5,5
o21ai_1,0,3
clkbuf_8,0,5
buf_6,1,3
a21oi_1,8,8
nor2b_1,6,6
nand4_1,4,4
ha_1,6,6
inv_1,7,7
dfrtp_1,57,56
o22ai_1,2,2
buf_2,7,2
o211ai_1,3,3
mux2i_1,3,3
clkdlybuf4s50_1,0,58
dlymetal6s2s_1,0,4
a22oi_1,3,3
dfrtn_1,12,12
cell type report:
cell class,instances,share of cell area
inverters,7,0.00652
well taps,75,0.0233
clock buffers,5,0.0171
flip-flops and latches,69,0.429
repair buffers,83,0.203
clock inverters,2,0.00931
multi-input cells,153,0.312
power by group through the flow:
stage	clock, mW	combinational (mW)	sequential, mW
CTS	0.817	0.338	1.12
global route	0.865	0.374	1.13
finish	0.805	0.339	1.12
Power and IR drop assume default switching activity.
